## flow/config.mk

```make
export PLATFORM = sky130hd
export DESIGN_NAME = Bridge_Top
export DESIGN_NICKNAME = Bridge_Top
export VERILOG_FILES = /design/flow/design.v
export SDC_FILE = /design/flow/constraint.sdc
export NUM_CORES = 4
export LEC_CHECK = 1
export CORE_UTILIZATION = 40
```

## flow/constraint.sdc

```tcl
current_design Bridge_Top

set clk_period 2.6
set clk_io_pct 0.2

create_clock -name clk0 -period $clk_period [get_ports {Hclk}]
create_clock -name clk1 -period $clk_period [get_ports {Pclk}]

set non_clock_inputs [all_inputs -no_clocks]
set_input_delay [expr $clk_period * $clk_io_pct] -clock clk0 $non_clock_inputs
set_output_delay [expr $clk_period * $clk_io_pct] -clock clk0 [all_outputs]
```

## flow/design.v

```verilog
module AHB_Slave_Interface(Hclk,Hresetn,Hwrite,Hreadyin,Htrans,Haddr,Hwdata,
			   Prdata,valid,Haddr1,Haddr2,Hwdata1,Hwdata2,Hrdata,Hwritereg,tempselx,Hresp);
input Hclk,Hresetn;
input Hwrite,Hreadyin;
input [1:0] Htrans;
input [31:0] Haddr,Hwdata,Prdata;
output reg valid;
output reg [31:0] Haddr1,Haddr2,Hwdata1,Hwdata2;
output [31:0] Hrdata; 
output reg Hwritereg;
output reg [2:0] tempselx;
output  [1:0] Hresp;
	always @(posedge Hclk)
		begin
			if (~Hresetn)
				begin
					Haddr1<=0;
					Haddr2<=0;
				end
			else
				begin
					Haddr1<=Haddr;
					Haddr2<=Haddr1;
				end
		end
	always @(posedge Hclk)
		begin
			if (~Hresetn)
				begin
					Hwdata1<=0;
					Hwdata2<=0;
				end
			else
				begin
					Hwdata1<=Hwdata;
					Hwdata2<=Hwdata1;
				end
		end
	always @(posedge Hclk)
		begin	
			if (~Hresetn)
				Hwritereg<=0;
			else
				Hwritereg<=Hwrite;
		end
	always @(Hreadyin,Haddr,Htrans,Hresetn)
		begin
			valid=0;
			if (Hresetn && Hreadyin && (Haddr>=32'h8000_0000 && Haddr<32'h8C00_0000) && (Htrans==2'b10 || Htrans==2'b11) )
				valid=1;
		end
	always @(Haddr,Hresetn)
		begin
			tempselx=3'b000;
			if (Hresetn && Haddr>=32'h8000_0000 && Haddr<32'h8400_0000)
				tempselx=3'b001;
			else if (Hresetn && Haddr>=32'h8400_0000 && Haddr<32'h8800_0000)
				tempselx=3'b010;
			else if (Hresetn && Haddr>=32'h8800_0000 && Haddr<32'h8C00_0000)
				tempselx=3'b100;
		end
assign Hrdata = Prdata;
assign Hresp=2'b00;
endmodule
module APB_FSM_Controller( Hclk,Hresetn,valid,Haddr1,Haddr2,Hwdata1,Hwdata2,Prdata,Hwrite,Haddr,Hwdata,Hwritereg,tempselx, 
			   Pwrite,Penable,Pselx,Paddr,Pwdata,Hreadyout);
input Hclk,Hresetn,valid,Hwrite,Hwritereg;
input [31:0] Hwdata,Haddr,Haddr1,Haddr2,Hwdata1,Hwdata2,Prdata;
input [2:0] tempselx;
output reg Pwrite,Penable;
output reg Hreadyout;  
output reg [2:0] Pselx;
output reg [31:0] Paddr,Pwdata;
parameter ST_IDLE=3'b000;
parameter ST_WWAIT=3'b001;
parameter ST_READ= 3'b010;
parameter ST_WRITE=3'b011;
parameter ST_WRITEP=3'b100;
parameter ST_RENABLE=3'b101;
parameter ST_WENABLE=3'b110;
parameter ST_WENABLEP=3'b111;
reg [2:0] PRESENT_STATE,NEXT_STATE;
always @(posedge Hclk)
 begin:PRESENT_STATE_LOGIC
  if (~Hresetn)
    PRESENT_STATE<=ST_IDLE;
  else
    PRESENT_STATE<=NEXT_STATE;
 end
always @(PRESENT_STATE,valid,Hwrite,Hwritereg)
 begin:NEXT_STATE_LOGIC
  case (PRESENT_STATE)
 	ST_IDLE:begin
		 if (~valid)
		  NEXT_STATE=ST_IDLE;
		 else if (valid && Hwrite)
		  NEXT_STATE=ST_WWAIT;
		 else 
		  NEXT_STATE=ST_READ;
		end    
	ST_WWAIT:begin
		 if (~valid)
		  NEXT_STATE=ST_WRITE;
		 else
		  NEXT_STATE=ST_WRITEP;
		end
	ST_READ: begin
		   NEXT_STATE=ST_RENABLE;
		 end
	ST_WRITE:begin
		  if (~valid)
		   NEXT_STATE=ST_WENABLE;
		  else
		   NEXT_STATE=ST_WENABLEP;
		 end
	ST_WRITEP:begin
		   NEXT_STATE=ST_WENABLEP;
		  end
	ST_RENABLE:begin
		     if (~valid)
		      NEXT_STATE=ST_IDLE;
		     else if (valid && Hwrite)
		      NEXT_STATE=ST_WWAIT;
		     else
		      NEXT_STATE=ST_READ;
		   end
	ST_WENABLE:begin
		     if (~valid)
		      NEXT_STATE=ST_IDLE;
		     else if (valid && Hwrite)
		      NEXT_STATE=ST_WWAIT;
		     else
		      NEXT_STATE=ST_READ;
		   end
	ST_WENABLEP:begin
		      if (~valid && Hwritereg)
		       NEXT_STATE=ST_WRITE;
		      else if (valid && Hwritereg)
		       NEXT_STATE=ST_WRITEP;
		      else
		       NEXT_STATE=ST_READ;
		    end
	default: begin
		   NEXT_STATE=ST_IDLE;
		  end
  endcase
 end
reg Penable_temp,Hreadyout_temp,Pwrite_temp;
reg [2:0] Pselx_temp;
reg [31:0] Paddr_temp, Pwdata_temp;
always @(*)
 begin:OUTPUT_COMBINATIONAL_LOGIC
   case(PRESENT_STATE)
	ST_IDLE: begin
			  if (valid && ~Hwrite) 
			   begin:IDLE_TO_READ
			        Paddr_temp=Haddr;
				Pwrite_temp=Hwrite;
				Pselx_temp=tempselx;
				Penable_temp=0;
				Hreadyout_temp=0;
			   end
			  else if (valid && Hwrite)
			   begin:IDLE_TO_WWAIT
			        Pselx_temp=0;
				Penable_temp=0;
				Hreadyout_temp=1;			   
			   end
			  else
                            begin:IDLE_TO_IDLE
			        Pselx_temp=0;
				Penable_temp=0;
				Hreadyout_temp=1;	
			   end
		     end    
	ST_WWAIT:begin
	          if (~valid) 
			   begin:WAIT_TO_WRITE
			    Paddr_temp=Haddr1;
				Pwrite_temp=1;
				Pselx_temp=tempselx;
				Penable_temp=0;
				Pwdata_temp=Hwdata;
				Hreadyout_temp=0;
			   end
			  else 
			   begin:WAIT_TO_WRITEP
			    Paddr_temp=Haddr1;
				Pwrite_temp=1;
				Pselx_temp=tempselx;
				Pwdata_temp=Hwdata;
				Penable_temp=0;
				Hreadyout_temp=0;		   
			   end
		     end  
	ST_READ: begin:READ_TO_RENABLE
			  Penable_temp=1;
			  Hreadyout_temp=1;
		     end
	ST_WRITE:begin
              if (~valid) 
			   begin:WRITE_TO_WENABLE
				Penable_temp=1;
				Hreadyout_temp=1;
			   end
			  else 
			   begin:WRITE_TO_WENABLEP  
				Penable_temp=1;
				Hreadyout_temp=1;		   
			   end
		     end
	ST_WRITEP:begin:WRITEP_TO_WENABLEP
               Penable_temp=1;
			   Hreadyout_temp=1;
		      end
	ST_RENABLE:begin
	            if (valid && ~Hwrite) 
				 begin:RENABLE_TO_READ
					Paddr_temp=Haddr;
					Pwrite_temp=Hwrite;
					Pselx_temp=tempselx;
					Penable_temp=0;
					Hreadyout_temp=0;
				 end
			  else if (valid && Hwrite)
			    begin:RENABLE_TO_WWAIT
			     Pselx_temp=0;
				 Penable_temp=0;
				 Hreadyout_temp=1;			   
			    end
			  else
                begin:RENABLE_TO_IDLE
			     Pselx_temp=0;
				 Penable_temp=0;
				 Hreadyout_temp=1;	
			    end
		       end
	ST_WENABLEP:begin
                 if (~valid && Hwritereg) 
			      begin:WENABLEP_TO_WRITEP
			       Paddr_temp=Haddr2;
				   Pwrite_temp=Hwrite;
				   Pselx_temp=tempselx;
				   Penable_temp=0;
				   Pwdata_temp=Hwdata;
				   Hreadyout_temp=0;
				  end
			    else 
			     begin:WENABLEP_TO_WRITE_OR_READ  
			      Paddr_temp=Haddr2;
				  Pwrite_temp=Hwrite;
				  Pselx_temp=tempselx;
				  Pwdata_temp=Hwdata;
				  Penable_temp=0;
				  Hreadyout_temp=0;		   
			     end
		        end
	ST_WENABLE :begin
	             if (~valid && Hwritereg) 
			      begin:WENABLE_TO_IDLE
				   Pselx_temp=0;
				   Penable_temp=0;
				   Hreadyout_temp=0;
				  end
			    else 
			     begin:WENABLE_TO_WAIT_OR_READ  
				  Pselx_temp=0;
				  Penable_temp=0;
				  Hreadyout_temp=0;		   
			     end
		        end
 endcase
end
always @(posedge Hclk)
 begin
  if (~Hresetn)
   begin
    Paddr<=0;
	Pwrite<=0;
	Pselx<=0;
	Pwdata<=0;
	Penable<=0;
	Hreadyout<=0;
   end
  else
   begin
        Paddr<=Paddr_temp;
	Pwrite<=Pwrite_temp;
	Pselx<=Pselx_temp;
	Pwdata<=Pwdata_temp;
	Penable<=Penable_temp;
	Hreadyout<=Hreadyout_temp;
   end
 end
endmodule
module Bridge_Top(Hclk,Pclk,Hresetn,Hwrite,Hreadyin,Hreadyout,Hwdata,Haddr,Htrans,Prdata,Penable,Pwrite,Pselx,Paddr,Pwdata,Hresp,Hrdata);
input Hclk,Pclk,Hresetn,Hwrite,Hreadyin;
input [31:0] Hwdata,Haddr;
input [31:0] Prdata;
input[1:0] Htrans;
output Penable,Pwrite,Hreadyout;
output [1:0] Hresp; 
output [2:0] Pselx;
output [31:0] Paddr,Pwdata;
output [31:0] Hrdata;
wire valid;
wire [31:0] Haddr1,Haddr2,Hwdata1,Hwdata2;
wire Hwritereg;
wire [2:0] tempselx;
wire [31:0] Prdata_hclk;
wire Penable_hclk, Pwrite_hclk;
wire [2:0] Pselx_hclk;
wire [31:0] Paddr_hclk, Pwdata_hclk;
AHB_Slave_Interface AHBSlave (
    .Hclk(Hclk),
    .Hresetn(Hresetn),
    .Hwrite(Hwrite),
    .Hreadyin(Hreadyin),
    .Htrans(Htrans),
    .Haddr(Haddr),
    .Hwdata(Hwdata),
    .Prdata(Prdata_hclk),
    .valid(valid),
    .Haddr1(Haddr1),
    .Haddr2(Haddr2),
    .Hwdata1(Hwdata1),
    .Hwdata2(Hwdata2),
    .Hrdata(Hrdata),
    .Hwritereg(Hwritereg),
    .tempselx(tempselx),
    .Hresp(Hresp)
);
APB_FSM_Controller APBControl (
    .Hclk(Hclk),
    .Hresetn(Hresetn),
    .valid(valid),
    .Haddr(Haddr),
    .Haddr1(Haddr1),
    .Haddr2(Haddr2),
    .Hwdata(Hwdata),
    .Hwdata1(Hwdata1),
    .Hwdata2(Hwdata2),
    .Prdata(Prdata_hclk),
    .Hwrite(Hwrite),
    .Hwritereg(Hwritereg),
    .tempselx(tempselx),
    .Pwrite(Pwrite_hclk),
    .Penable(Penable_hclk),
    .Pselx(Pselx_hclk),
    .Paddr(Paddr_hclk),
    .Pwdata(Pwdata_hclk),
    .Hreadyout(Hreadyout)
);
CDC_Handler CDC (
    .Hclk(Hclk),
    .Pclk(Pclk),
    .Hresetn(Hresetn),
    .Penable_hclk(Penable_hclk),
    .Pwrite_hclk(Pwrite_hclk),
    .Pselx_hclk(Pselx_hclk),
    .Paddr_hclk(Paddr_hclk),
    .Pwdata_hclk(Pwdata_hclk),
    .Penable_pclk(Penable),
    .Pwrite_pclk(Pwrite),
    .Pselx_pclk(Pselx),
    .Paddr_pclk(Paddr),
    .Pwdata_pclk(Pwdata),
    .Prdata_pclk(Prdata),
    .Prdata_hclk(Prdata_hclk)
);
endmodule
module CDC_Handler(
    input Hclk, Pclk, Hresetn,
    input Penable_hclk, Pwrite_hclk,
    input [2:0] Pselx_hclk,
    input [31:0] Paddr_hclk, Pwdata_hclk,
    output Penable_pclk, Pwrite_pclk,
    output [2:0] Pselx_pclk,
    output [31:0] Paddr_pclk, Pwdata_pclk,
    input [31:0] Prdata_pclk,
    output [31:0] Prdata_hclk
);
reg Penable_sync1, Penable_sync2;
reg Pwrite_sync1, Pwrite_sync2;
reg [2:0] Pselx_sync1, Pselx_sync2;
reg [31:0] Paddr_sync1, Paddr_sync2;
reg [31:0] Pwdata_sync1, Pwdata_sync2;
reg [31:0] Prdata_sync1, Prdata_sync2;
always @(posedge Pclk) begin
    if (~Hresetn) begin
        Penable_sync1 <= 0;
        Pwrite_sync1 <= 0;
        Pselx_sync1 <= 0;
        Paddr_sync1 <= 0;
        Pwdata_sync1 <= 0;
        Penable_sync2 <= 0;
        Pwrite_sync2 <= 0;
        Pselx_sync2 <= 0;
        Paddr_sync2 <= 0;
        Pwdata_sync2 <= 0;
    end
    else begin
        Penable_sync1 <= Penable_hclk;
        Pwrite_sync1 <= Pwrite_hclk;
        Pselx_sync1 <= Pselx_hclk;
        Paddr_sync1 <= Paddr_hclk;
        Pwdata_sync1 <= Pwdata_hclk;
        Penable_sync2 <= Penable_sync1;
        Pwrite_sync2 <= Pwrite_sync1;
        Pselx_sync2 <= Pselx_sync1;
        Paddr_sync2 <= Paddr_sync1;
        Pwdata_sync2 <= Pwdata_sync1;
    end
end
assign Penable_pclk = Penable_sync2;
assign Pwrite_pclk = Pwrite_sync2;
assign Pselx_pclk = Pselx_sync2;
assign Paddr_pclk = Paddr_sync2;
assign Pwdata_pclk = Pwdata_sync2;
always @(posedge Hclk) begin
    if (~Hresetn) begin
        Prdata_sync1 <= 0;
        Prdata_sync2 <= 0;
    end
    else begin
        Prdata_sync1 <= Prdata_pclk;
        Prdata_sync2 <= Prdata_sync1;
    end
end
assign Prdata_hclk = Prdata_sync2;
endmodule
```

## flow/run.sh

```bash
#!/bin/bash
# OpenROAD 26Q1-2900-gdf79404cd8, Yosys 0.63+post, stock flow scripts
make -C /OpenROAD-flow-scripts/flow DESIGN_CONFIG=/design/flow/config.mk WORK_HOME=/design/flow/orfs finish
```

==> CHANGELOG.md <==
### Metrics

* Status: completed
* Synth Cell Area at 0.0109 sq mm
* Pwr Density at 810 mW/mm^2
* Vias in the first global route at 6,205
* Slew Limit Fails at 0
* Critical Path, Cell by Cell: clkdlybuf4s50_1
* Asr flop ratio synth at 0%
* DR iter-0 viols at 363
* GRT Max-Usage Layer: met2
* Via count at 6,333
* Most used flip-flop cell: dfxtp_1
* Number of unconstrained endpoints at 68
* Die W at 167 um
* Layout area overhead at 34.0%
* Worst-path clk slew at 0.06 ns
* Critical Path Sink Type: output pin
* Synth top cells by count: 345 x dfxtp_1, 335 x and2_1, 68 x dlxtn_1, 68 x nand2_1, 48 x clkbuf_1
* Final Hold Viols at 0
* IO Pins at 207
* Synthesized area per cell at 11.7 sq um
* Critical path startpoint category: register
* Yosys cell count at 932
* Met3 Usage GRT at 5.68%
* Setup Crit Path Kind: reg -> out
* Crit-path max FO at 1
* Worst slew margin at 54.5%
* CORE AREA at 0.0269 sq mm
* Leakage at 6.14 nW
* Synth Instances at 932
* Gr ovfl total at 0
* Final-report setup violation count at 0
* Registers, synthesis at 413
* Register pins left without a clock at 68
* CP top delay family: buffers and inverters
* Util after Layout at 54.4%
* DP Wirelength at 11,200 um
* Top-area cell type share of the netlist area at 63.2%
* Post-CTS Resized at 0
* CTS tree: built
* Gp weighted congestion at 0.759
* Full die area at 0.0280 sq mm
* TNS Setup at 0 ns
* Log Warnings at 29
* Die height at 167 um
* Dpl ws at 0.416 ns
* M1 GR Usage at 20.5%
* Setup WS post-layout at 0.771 ns
* Yosys warns at 3
* WP data arrival at 1.31 ns
* DRC viols at 0
* N_diodes at 0
* Routed WL at 19,300 um
* Cell type with the largest total area: dfxtp_1
* Slowest CP cell: clkdlybuf4s50_1
* Fp util at 40.6%
* Most frequent cell after synthesis: dfxtp_1
* Drt wl/cell at 12.8 um
* Initial antenna violation count at 1
* Worst path bufs/invs at 1
* GR Util met2 at 23.3%
* Total track usage at 15.0%
* First-pass GRT wire length at 31,900 um
* Worst slew pin tran at 0.682 ns
* # Post-CTS Setup Buffers at 0
* Cell Type Count at 27
* Hold buffers post-CTS at 0
* Pin count of the biggest net entering global routing at 165
* Max IR drop VDD at 0.636 mV
* Post-DR vias/cell at 4.21
* Required time worst endpoint at 2.08 ns
* DR pass1 iterations at 4
* Number of enable flip-flop cells at 0
* Clock Skew at 0.0126 ns
* Layout cell share with drive strength beyond 1 at 7.47%
* Worst hold-check path type: in -> reg
* Yosys chip area at 0.0109 sq mm
* Maximum capacitance violations at 0
* Antenna-violating nets left at 0
* Row count at 60
* I/O Buffers at 202
* Hold slack final at 0.327 ns
* Crit path largest cell delay at 0.49 ns
* RSZ-0062 raised after global routing: false
* Post-synth area hogs: dfxtp_1 63%, and2_1 19%, dlxtn_1 9.3%
report_power, final:
part / internal, mW / switching [mW] / leakage (nW)
combinational: 0.323 / 0.154 / 2.07
clock: 3.40 / 2.35 / 0.670
sequential: 5.57 / 0.0580 / 3.40
total: 9.29 / 2.56 / 6.14
worst paths after layout:
| path | from | end | slack, ns | cells past startpoint |
|---|---|---|---|---|
| max | APBControl.Hreadyout$_SDFF_PN0_ | Hreadyout | 0.77 | 1 |
| min | Hresetn | AHBSlave.Haddr1[31]$_SDFF_PN0_ | 0.33 | 3 |
| max reg2reg | APBControl.PRESENT_STATE[3]$_DFF_P_ | APBControl.Hreadyout$_SDFF_PN0_ | 1.44 | 3 |
| min reg2reg | CDC.Prdata_sync1[28]$_SDFF_PN0_ | CDC.Prdata_sync2[28]$_SDFF_PN0_ | 0.43 | 1 |
| max in group clk1 | Hresetn | CDC.Paddr_sync2[29]$_SDFF_PN0_ | 1.42 | 3 |
| min in group clk1 | CDC.Pwdata_sync1[15]$_SDFF_PN0_ | CDC.Pwdata_sync2[15]$_SDFF_PN0_ | 0.43 | 1 |
state kept, by name, summed over array words and instances (netlist names), 8 cells and up:
| name | count |
|---|---|
| CDC.Prdata_sync2 | 32 |
| APBControl.PRESENT_STATE | 8 |
| APBControl.Paddr | 32 |
| AHBSlave.Haddr2 | 32 |
| CDC.Pwdata_sync2 | 32 |
| CDC.Pwdata_sync1 | 32 |
| APBControl.Pwdata | 32 |
| AHBSlave.Haddr1 | 32 |
| CDC.Paddr_sync2 | 32 |
| APBControl.Pwdata_temp | 32 |
| APBControl.Paddr_temp | 32 |
| CDC.Prdata_sync1 | 32 |
| CDC.Paddr_sync1 | 32 |
metrics by stage:
stage | power, mW | cell area, sq um | cells
floorplan | 5.93 | 10900 | 933
global placement | 6.22 | 13300 | 1433
detailed placement | 6.23 | 13300 | 1433
CTS | 12.0 | 14600 | 1505
global route | 12.4 | 14600 | 1505
finish | 11.9 | 14600 | 1505
metal layers:
layer,share of wire [%],routed length [um]
met5,0.067,13
met4,2.9,559
met3,8.2,1580
met2,45,8640
met1,44,8500
cells by family (layout without fill, tap and decap cells):
kind of cell / after synthesis / in the layout / synth area share, %
compound gates: 42 / 42 / 2.77
buf+inv: 52 / 283 / 1.89
other cells: 1 / 2 / 0.0343
flops: 345 / 345 / 63.2
latches: 68 / 68 / 9.34
simple gates: 424 / 424 / 22.7
layout make-up:
| class | count | area (sq um) |
|---|---|---|
| Fill cell | 2262 | 12200 |
| Inverter | 1 | 3.75 |
| Multi-Input combinational cell | 468 | 2800 |
| Sequential cell | 413 | 7930 |
| Clock inverter | 25 | 304 |
| Tap cell | 341 | 427 |
| Timing Repair Buffer | 210 | 2100 |
| Clock buffer | 47 | 1070 |
worst reg2reg max path: cells and delay by family, from the launching register on:
| family | cells | cell delay, ns |
|---|---|---|
| AND-OR/OR-AND | 1 | 0.11 |
| flip-flops | 1 | 0.32 |
| AND/OR/NAND/NOR | 2 | 0.67 |
cell usage in the layout, fill, tap and decap left out, types with 2 or more instances in the layout:
| cell | count |
|---|---|
| and2_1 | 335 |
| dfxtp_2 | 2 |
| conb_1 | 2 |
| clkinv_2 | 5 |
| clkinv_8 | 2 |
| nor3b_1 | 4 |
| clkbuf_16 | 40 |
| and3_1 | 2 |
| nand2_1 | 68 |
| bufinv_16 | 4 |
| clkdlybuf4s50_1 | 201 |
| inv_8 | 3 |
| or2_2 | 2 |
| buf_4 | 7 |
| nor3_1 | 2 |
| a21oi_1 | 3 |
| clkbuf_1 | 3 |
| dfxtp_1 | 343 |
| clkbuf_8 | 4 |
| nor2_1 | 4 |
| inv_6 | 7 |
| clkinvlp_4 | 3 |
| dlxtn_1 | 68 |
| a22oi_1 | 32 |
Power and IR drop assume default switching activity.
